File: flow/design.v
module Display (
    input wire clk,
    input wire rst_n,
    input wire smh_dmy,       
    input wire dem_chinh,      
    input wire [1:0] blink_led,
    input wire [7:0] bcd_ss,
    input wire [7:0] bcd_mm,
    input wire [7:0] bcd_hh,
    input wire [7:0] bcd_dd,
    input wire [7:0] bcd_mo,
    input wire [15:0] bcd_yyyy,
    output wire [6:0] LED0, LED1, LED2, LED3, LED4, LED5, LED6, LED7
);
    reg [24:0] blink_counter; 
    wire blink_enable;
    always @(posedge clk or negedge rst_n) begin
        if (!rst_n) begin
            blink_counter <= 0;
        end else begin
            blink_counter <= blink_counter + 1;
        end
    end
    assign blink_enable = blink_counter[24];
    function [6:0] decode_7seg;
        input [3:0] bcd;
        case(bcd)
            4'h0: decode_7seg = 7'b1000000;
            4'h1: decode_7seg = 7'b1111001;
            4'h2: decode_7seg = 7'b0100100;
            4'h3: decode_7seg = 7'b0110000;
            4'h4: decode_7seg = 7'b0011001;
            4'h5: decode_7seg = 7'b0010010;
            4'h6: decode_7seg = 7'b0000010;
            4'h7: decode_7seg = 7'b1111000;
            4'h8: decode_7seg = 7'b0000000;
            4'h9: decode_7seg = 7'b0010000;
            default: decode_7seg = 7'b1111111;
        endcase
    endfunction
    reg [6:0] seg_data_0, seg_data_1, seg_data_2, seg_data_3;
    reg [6:0] seg_data_4, seg_data_5, seg_data_6, seg_data_7;
    always @(smh_dmy, dem_chinh, blink_led, blink_enable, 
              bcd_ss, bcd_mm, bcd_hh, bcd_dd, bcd_mo, bcd_yyyy) 
    begin
        reg [3:0] bcd_in_0, bcd_in_1, bcd_in_2, bcd_in_3;
        reg [3:0] bcd_in_4, bcd_in_5, bcd_in_6, bcd_in_7;
        if (smh_dmy == 0) begin
            bcd_in_0 = 4'hF;
            bcd_in_1 = 4'hF;
            bcd_in_2 = bcd_ss[3:0];
            bcd_in_3 = bcd_ss[7:4];
            bcd_in_4 = bcd_mm[3:0];
            bcd_in_5 = bcd_mm[7:4];
            bcd_in_6 = bcd_hh[3:0];
            bcd_in_7 = bcd_hh[7:4];
        end else begin
            bcd_in_0 = bcd_yyyy[3:0];
            bcd_in_1 = bcd_yyyy[7:4];
            bcd_in_2 = bcd_yyyy[11:8];
            bcd_in_3 = bcd_yyyy[15:12];
            bcd_in_4 = bcd_mo[3:0];
            bcd_in_5 = bcd_mo[7:4];
            bcd_in_6 = bcd_dd[3:0];
            bcd_in_7 = bcd_dd[7:4];
        end
        seg_data_0 = decode_7seg(bcd_in_0);
        seg_data_1 = decode_7seg(bcd_in_1);
        seg_data_2 = decode_7seg(bcd_in_2);
        seg_data_3 = decode_7seg(bcd_in_3);
        seg_data_4 = decode_7seg(bcd_in_4);
        seg_data_5 = decode_7seg(bcd_in_5);
        seg_data_6 = decode_7seg(bcd_in_6);
        seg_data_7 = decode_7seg(bcd_in_7);
        if (dem_chinh && blink_enable) begin
            if (smh_dmy == 0) begin
                case (blink_led)
                    2'b00: begin seg_data_2 = 7'h7F; seg_data_3 = 7'h7F; end
                    2'b01: begin seg_data_4 = 7'h7F; seg_data_5 = 7'h7F; end
                    2'b10: begin seg_data_6 = 7'h7F; seg_data_7 = 7'h7F; end
                    default: begin end
                endcase
            end else begin
                case (blink_led)
                    2'b00: begin seg_data_0=7'h7F; seg_data_1=7'h7F; seg_data_2=7'h7F; seg_data_3=7'h7F; end
                    2'b01: begin seg_data_4 = 7'h7F; seg_data_5 = 7'h7F; end
                    2'b10: begin seg_data_6 = 7'h7F; seg_data_7 = 7'h7F; end
                    default: begin end
                endcase
            end
        end
    end
    assign LED0 = seg_data_0;
    assign LED1 = seg_data_1;
    assign LED2 = seg_data_2;
    assign LED3 = seg_data_3;
    assign LED4 = seg_data_4;
    assign LED5 = seg_data_5;
    assign LED6 = seg_data_6;
    assign LED7 = seg_data_7;
endmodule
File: flow/run.sh
#!/bin/bash
# OpenROAD 26Q1-2900-gdf79404cd8, Yosys 0.63+post, stock flow scripts
make -C /OpenROAD-flow-scripts/flow DESIGN_CONFIG=/design/flow/config.mk WORK_HOME=/design/flow/orfs finish
File: flow/config.mk
export PLATFORM = sky130hd
export DESIGN_NAME = Display
export DESIGN_NICKNAME = Display
export VERILOG_FILES = /design/flow/design.v
export SDC_FILE = /design/flow/constraint.sdc
export NUM_CORES = 4
export LEC_CHECK = 1
export CORE_UTILIZATION = 40
File: flow/constraint.sdc
current_design Display

set clk_period 5.8
set clk_io_pct 0.2

create_clock -name clk0 -period $clk_period [get_ports {clk}]

set non_clock_inputs [all_inputs -no_clocks]
set_input_delay [expr $clk_period * $clk_io_pct] -clock clk0 $non_clock_inputs
set_output_delay [expr $clk_period * $clk_io_pct] -clock clk0 [all_outputs]
==> run_results.csv <==
group,metric,value,unit
final_timing,rsz0062_at_grt,"false",
synthesis,ys_cells,374,
final_timing,setup_viol,0,
synthesis,async_flop_share,1.00,
place,dp.cells,580,
detailed_routing,drt-total-wl,7840,um
detailed_routing,ant_nets,0,
floorplan,die.size.y,90.8,um
pwr,p_seq_frac,0.301,
synthesis,edf_count,0,
final_timing,period_needed,4.53,ns
synthesis,numSynthFlops,25,
floorplan,core-area,0.00745,sq mm
place,post-dp-hpwl,6390,um
setup_path,critPathMaxStageDelay,0.46,ns
setup_path,crit_type,"primary input to primary output",
floorplan,fp-row-count,31,
place,dpl_worst_slack,1.28,ns
grt,grt_pass1_wl,12900,um
setup_path,cp-startpoint,"smh_dmy",
synthesis,seq_area_frac_synth,0.199,
detailed_routing,wl_per_cell,13.4,um
final_timing,timing.hold.ws,0.479,ns
setup_path,critPathRequiredTime,4.64,ns
place,portBuffers,117,
synthesis,netlist_area,0.00315,sq mm
floorplan,die_x,90.8,um
setup_path,cpLargestDelayFamily,"buffers and inverters",
synthesis,synth.distinct_cells,42,
clock_network,tritoncts,"yes",
synthesis,ys_warn_count,1,
floorplan,fp_util,0.423,
pwr,p_per_area,131,mW/mm^2
floorplan,ios,118,
final_timing,fin_worst_skew,0.00214,ns
detailed_routing,viasPerCell,4.90,
pwr,p_comb_frac,0.526,
floorplan,chip_area,0.00824,sq mm
setup_path,worstSetupEndpointType,"primary output",
pwr,ir_drop,0.000192,V
setup_path,cp.depth,8,
grt,grt_max_degree,29,
synthesis,yosysChipArea,0.00315,sq mm
place,place.gp.congestion,0.886,
pwr,power.share.switching,0.304,
setup_path,reg2reg_slack,4.18,ns
layout,top_regs,"blink_counter x25",
layout,largest_register_ffs,25,
synthesis,top_cell_area_share,0.199,
setup_path,crit_chain,"buf_2 > buf_12 > mux2i_2 > inv_1 > ha_1 > nor3_1 > o21ai_1 > clkdlybuf4s50_1",
clock_network,cts_max_level,1,
setup_path,r2r-start,"blink_counter[0]",
detailed_routing,drt_drc_violations_left,0,
clock_network,cts-resized-gates,0,
synthesis,syn_avg_cell_area,8.42,sq um
setup_path,worst-path-buf-inv,4,
grt,antenna_found_initial,0,
final_timing,hold_violations,0,
synthesis,area_leaders,"dfrtp_1, ha_1, xnor2_1, mux2i_1, nand2_1",
worst_hold_path,hp-start,"blink_counter[13]",
final_timing,worstMarginPinSlew,0.595,ns
layout,utilization,0.593,
detailed_routing,antenna_cells,0,
setup_path,worstPathArrival,3.37,ns
clock_network,clockBufferDepth,2,
synthesis,yosys.area.top_type,"dfrtp_1",
synthesis,syn-instance-count,374,
final_timing,fin_ws,1.27,ns
detailed_routing,num_vias,2861,
detailed_routing,firstDrtPassIters,4,
clock_network,cts_setup_buffers,0,
layout,final_cells,584,
pwr,total_power,0.578,mW
grt,grt_pass1_vias,2604,
final_timing,fin_setup_tns,0,ns
setup_path,worst-path-max-fanout,28,
clock_network,root_buffer,"clkbuf_8",
pwr,power_switching,0.176,mW
pwr,pwr-share-clk,0.173,
clock_network,clkSlewWorstSetupHoldPaths,0.08,ns
flow_run,maxCapViolations,0,
clock_network,clock-sinks,25,
layout,area_growth,40.1,%
clock_network,cts_buffers,3,
synthesis,ff_type,"dfrtp_1",
final_timing,finalMaxSlewViolations,0,
place,dpl_cell_area,0.00437,sq mm
layout,drive_above_1_share,0.0990,
setup_path,timing.rr.end,"blink_counter[18]",
final_timing,fmax,0.221,GHz
detailed_routing,drtIter0Drc,72,
setup_path,rr_worst_depth,5,
final_timing,slew_headroom,0.603,
pwr,p_leak,1.94,nW
worst_hold_path,hold_class,"register to register",
grt,grt-ovfl-total,0,
setup_path,crit_end,"LED5[6]",
clock_network,insertion_delay,0.26,ns
outcome,outcome,"completed",
layout,design_area,0.00441,sq mm
pwr,internal_power,0.402,mW
clock_network,cts_hold_buffers,0,
layout,top_register,"blink_counter",
setup_path,crit_path_top_delay_cell,"mux2i_2",
flow_run,tool_warnings,50,
final_timing,period_used_share,0.780,
setup_path,start_kind,"primary input",
grt,track_usage,0.194,
[cell type report]
type | count | area, sq um
multi-input combinational | 320 | 2360
clock inverter | 1 | 5.00
clock buffer | 3 | 41.3
sequential | 25 | 626
tap | 99 | 124
fill | 691 | 3030
inverter | 17 | 63.8
timing repair buffer | 119 | 1190
[cells in the mapped netlist (all sizes together) (3+ instances only)]
master   n
a21oi   23
and3     3
buf     12
dfrtp   25
ha      33
inv     17
mux2    10
mux2i   36
nand2   51
nand2b   6
nand3   20
nand4    9
nor2    37
nor3    10
o21ai   32
xnor2   24
xor2     7
[worst min-delay path by stage]
stage / depth (start not counted) / endpoint
4_1_cts: 1 / blink_counter[13]
5_1_grt: 1 / blink_counter[22]
6_report: 1 / blink_counter[13]
[cell families (layout without fill, tap and decap cells)]
logic type,after synthesis,after routing,share of synthesized area
compound gates,63,63,0.114
xor+xnor,31,31,0.0862
flops,25,25,0.199
simple gates,147,147,0.230
buf+inv,29,140,0.0524
mux,46,46,0.188
fa+ha+maj,33,33,0.131
[power by group through the flow]
stage / Clock, mW / Combinational [mW] / Sequential, mW
CTS: 0.104 / 0.306 / 0.174
finish: 0.100 / 0.304 / 0.174
global route: 0.109 / 0.337 / 0.174
[layer usage]
layer | up-vias | wire length (um) | global-route usage
li1 | 1518 | - | -
met1 | 1266 | 3930 | 0.317
met2 | 72 | 3470 | 0.296
met3 | 5 | 397 | 0.0197
met4 | 0 | 35 | 0.00806
met5 | - | 0 | 0
[cell usage in the layout (no fill, tap or decap), types with 15 or more instances in the layout]
master,instances
xnor2_1,24
inv_1,17
o21ai_0,15
clkdlybuf4s50_1,116
dfrtp_1,25
nand2_1,51
nand3_1,20
a21oi_1,20
mux2i_1,20
nor2_1,30
ha_1,33
Power is estimated from default activity; no workload was simulated.
