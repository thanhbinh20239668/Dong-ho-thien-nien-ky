`./design.v`:
```
module control (
    input        clk,
    input        rst,
    input        dis_sel,      
    input        mode_sel,     
    input        adjust,       
    input        up_btn,       
    input        down_btn,     
    output reg   en_1,         
    output reg [1:0] blink_group,  
    output reg   smh_dmy,      
    output reg   dem_chinh,    
    output reg [2:0] select_item,  
    output reg   up,           
    output reg   down          
);
    reg [19:0] adj_debounce_cnt;
    reg adj_stable, adj_ff0, adj_ff1;
    wire adjust_negedge;
    always @(posedge clk or negedge rst) begin
        if (!rst) begin
            adj_debounce_cnt <= 0;
            adj_stable <= 1;  
            adj_ff0 <= 1;
            adj_ff1 <= 1;
        end else begin
            if (adjust == adj_stable) begin
                adj_debounce_cnt <= 0;  
            end else begin
                if (adj_debounce_cnt < 20'd500_000)  
                    adj_debounce_cnt <= adj_debounce_cnt + 1;
                else
                    adj_stable <= adjust;  
            end
            adj_ff0 <= adj_stable;
            adj_ff1 <= adj_ff0;
        end
    end
    assign adjust_negedge = ~adj_stable & adj_ff1;  
    reg [19:0] up_debounce_cnt;
    reg up_stable, up_ff0, up_ff1;
    wire up_negedge;
    always @(posedge clk or negedge rst) begin
        if (!rst) begin
            up_debounce_cnt <= 0;
            up_stable <= 1;
            up_ff0 <= 1;
            up_ff1 <= 1;
        end else begin
            if (up_btn == up_stable) begin
                up_debounce_cnt <= 0;
            end else begin
                if (up_debounce_cnt < 20'd500_000)
                    up_debounce_cnt <= up_debounce_cnt + 1;
                else
                    up_stable <= up_btn;
            end
            up_ff0 <= up_stable;
            up_ff1 <= up_ff0;
        end
    end
    assign up_negedge = ~up_stable & up_ff1;
    reg [19:0] down_debounce_cnt;
    reg down_stable, down_ff0, down_ff1;
    wire down_negedge;
    always @(posedge clk or negedge rst) begin
        if (!rst) begin
            down_debounce_cnt <= 0;
            down_stable <= 1;
            down_ff0 <= 1;
            down_ff1 <= 1;
        end else begin
            if (down_btn == down_stable) begin
                down_debounce_cnt <= 0;
            end else begin
                if (down_debounce_cnt < 20'd500_000)
                    down_debounce_cnt <= down_debounce_cnt + 1;
                else
                    down_stable <= down_btn;
            end
            down_ff0 <= down_stable;
            down_ff1 <= down_ff0;
        end
    end
    assign down_negedge = ~down_stable & down_ff1;
    always @(posedge clk or negedge rst) begin
        if (!rst) begin
            select_item <= 3'b000;
        end else if (mode_sel) begin
            if (adjust_negedge) begin  
                if (select_item == 3'b101)  
                    select_item <= 3'b000;
                else
                    select_item <= select_item + 1'b1;
            end
        end else begin
            select_item <= 3'b000;  
        end
    end
    always @(mode_sel, smh_dmy, select_item) begin
        if (mode_sel) begin
            if (smh_dmy == 0) begin   
                case (select_item)
                    3'b000: blink_group = 2'b00;   
                    3'b001: blink_group = 2'b01;   
                    3'b010: blink_group = 2'b10;   
                    default: blink_group = 2'b00;
                endcase
            end else begin   
                case (select_item)
                    3'b011: blink_group = 2'b10;   
                    3'b100: blink_group = 2'b01;   
                    3'b101: blink_group = 2'b00;   
                    default: blink_group = 2'b00;
                endcase
            end
        end else begin
            blink_group = 2'b00;   
        end
    end
    always @(dis_sel) begin
        smh_dmy = dis_sel;
    end
    always @(mode_sel) begin
        if (mode_sel) begin
            dem_chinh = 1;   
            en_1 = 0;        
        end else begin
            dem_chinh = 0;   
            en_1 = 1;        
        end
    end
    always @(posedge clk or negedge rst) begin
        if (!rst) begin
            up <= 0;
            down <= 0;
        end else if (mode_sel) begin
            up <= up_negedge;      
            down <= down_negedge;  
        end else begin
            up <= 0;
            down <= 0;
        end
    end
endmodule
```
`./run.sh`:
```
#!/bin/bash
# OpenROAD 26Q1-2900-gdf79404cd8, Yosys 0.63+post, stock flow scripts
make -C /OpenROAD-flow-scripts/flow DESIGN_CONFIG=/design/flow/config.mk WORK_HOME=/design/flow/orfs finish
```
`./config.mk`:
```
export PLATFORM = sky130hd
export DESIGN_NAME = control
export DESIGN_NICKNAME = control
export VERILOG_FILES = /design/flow/design.v
export SDC_FILE = /design/flow/constraint.sdc
export NUM_CORES = 4
export LEC_CHECK = 1
export CORE_UTILIZATION = 50
```
`./constraint.sdc`:
```
current_design control

set clk_period 4.1
set clk_io_pct 0.2

create_clock -name clk0 -period $clk_period [get_ports {clk}]

set non_clock_inputs [all_inputs -no_clocks]
set_input_delay [expr $clk_period * $clk_io_pct] -clock clk0 $non_clock_inputs
set_output_delay [expr $clk_period * $clk_io_pct] -clock clk0 [all_outputs]
```
==> results.yml <==
# generated from flow reports
clock_tree:
  clockRootBuffer: "clkbuf_8"
  clock.latency.late_pin_ns: 0.35
  clk_pin_slew_ns: 0.08
  clock_sinks: 74
  cts_buffers: 9
  ctsHoldBuffers: 0
  clockBufferDepth: 2
  cts-htree-levels: 3
  cts_setup_buffers: 0
  cts_resized: 0
  tritoncts: "done"
synthesis:
  yosysTopAreaCell: "dfrtp_1"
  netlist_top_cells_count: "73 x nor2_1, 65 x dfrtp_1, 44 x xnor2_1"
  synthFlopType: "dfrtp_1"
  most_common_cell: "nor2_1"
  edf_count: 0
  yosysWarnings: 1
  postSynth.asyncResetShare_pct: 100
  syn_avg_cell_area_sq_um: 9.89
  synth_top_area_share_pct: 42.0
  syn_area_sq_mm: 0.00387
  ys_area_sq_mm: 0.00387
  ys_top_cells_by_area: "dfrtp_1 42%, xnor2_1 9.9%, nor2_1 7.1%, dfstp_2 6.1%, nand2_1 3.3%"
  syn_inst: 392
  yosys-stat-cells: 392
  yosysSeqAreaShare_pct: 48.1
  synth_flops: 74
  ys_types: 46
setup_path:
  end_kind: "output pin"
  r2r_cells: 5
  cp_max_fo: 4
  cp-start-kind: "input pin"
  cp.arrival_ns: 2.24
  critPathRequiredTime_ns: 3.28
  worstSetupPathType: "input pin to output pin"
final_timing:
  max-slew-margin-rel_pct: 39.5
  min_period_ns: 3.06
  report.final.slew_viol_count: 0
  worstMarginPinSlew_ns: 0.908
  max_freq_ghz: 0.326
  skew_ns: 0.0121
  finalHoldViolations: 0
  rsz0062_at_grt: "false"
  fin_crit_sh_pct: 74.7
  setup_viol: 0
  tns_ns: 0
routing:
  drt-met1-wl_um: 3630
  highest_layer: "met4"
  drt_wl_total_um: 6830
  wl_met3_um: 230
  n_antenna_cell: 0
  drt_iter0_markers: 132
  antenna_left: 0
  vias_per_cell: 5.35
  wl_met2_um: 2890
  firstDrtPassIters: 4
  wl_per_cell_um: 13.4
  post-route-drc-count: 0
  vias: 2730
placed_design:
  dp_hpwl_um: 4350
  numPortBuffers: 16
  finalWeightedCongestion: 0.827
pwr:
  p_comb_share_pct: 7.2
  ir_drop_v: 0.000213
  p_per_area_mw_per_mm2: 351
  power.internal_mw: 1.16
  p_switching_mw: 0.359
  switching_share_pct: 23.6
  clock_power_share_pct: 41.7
  p_leak_nw: 1.74
  seq_power_share_pct: 51.1
final_layout:
  drive_gt1_share_pct: 15.1
  final_util_pct: 58.8
  syn_to_final_growth_pct: 11.8
grt:
  grt_max_degree: 39
  antenna_found_initial: 0
  grt-ovfl-total: 0
  grt_pass1_vias: 2626
  gr-usage-all-layers_pct: 18.9
  grt_pass1_wl_um: 12200
floorplanning:
  die_w_um: 90.0
  ios: 17
  die_area_sq_mm: 0.00811
  initCoreUtil_pct: 52.6
  chipHeight_um: 90.0
  core-area_sq_mm: 0.00737
  rows: 31
hold_path:
  min_path_type: "flop to flop"
  min_delay_path_depth: 0
job:
  cap_viol_max_count: 0
  warning_count: 25
outcome:
  outcome: "completed"
## kinds of logic after synthesis
family                     Yosys count  share of synthesized area [%]
adders and majority gates            4                           1.29
buffers and inverters               25                           3.03
xor gates and xnor gates            45                           10.2
and+or+nand+nor                    202                           28.1
DFF                                 74                           48.1
AOI/OAI and AO/OA                   33                           6.59
muxes                                9                           2.71
## area by class of cell
class                      instances  area (sq um)
tap                               99           124
clock buffer                      10           138
clock inverter                     6          87.6
inverter                           6          22.5
fill                             621          3040
multi-input combinational        293          1890
timing repair buffer              22           203
sequential                        74          1860
## flip-flops by register name (all words and copies together), names as in the netlist, 3 cells and up
register           cells
select_item            3
down_debounce_cnt     20
adj_debounce_cnt      20
up_debounce_cnt       20
## routing by layer
| layer | global-route usage [%] | vias to the layer above |
|---|---|---|
| li1 | - | 1388 |
| met5 | 0 | - |
| met3 | 4.04 | 7 |
| met2 | 27.3 | 42 |
| met4 | 1.88 | 0 |
| met1 | 32.1 | 1293 |
## path summary, 6_finish.rpt
kind                                       startpoint                     to  slack, ns
worst max-delay path                          dis_sel         blink_group[0]       1.04
worst min-delay path                           up_ff0                 up_ff1       0.36
worst max register to register  down_debounce_cnt[13]  down_debounce_cnt[15]       1.92
worst min register to register                 up_ff0                 up_ff1       0.36
max in group asynchronous                         rst            down_stable       2.79
min in group asynchronous                         rst         select_item[0]       0.42
## cells in the final DEF, fill, tap and decap left out, drive strengths merged, types with 10 or more instances in the layout
cell type,count
nand4,12
nor3,14
nor4,20
dfrtp,65
clkdlybuf4s50,15
xnor2,44
clkbuf,10
nand3,15
nand2,34
a21oi,11
nor2,74
## power by group through the flow
stage                 combinational [mW]  sequential [mW]  clock, mW
after CTS                          0.113            0.776      0.657
after global routing               0.129            0.781      0.688
final                              0.110            0.777      0.634
## critical path, stage by stage
cell             delay, ns
clkdlybuf4s50_1       0.52
nor2b_1               0.18
a22oi_1               0.10
nor3_1                0.14
clkdlybuf4s50_1       0.48
## stage by stage
step,setup slack [ns],hold WS (ns),area (sq um),power [mW],instances
after global placement,1.07,0.346,4110,0.901,494
after global routing,0.915,0.364,4330,1.60,510
final,1.04,0.359,4330,1.52,510
after floorplan,2.09,0.345,3870,0.853,392
after CTS,1.03,0.361,4330,1.55,510
after detailed placement,1.03,0.347,4110,0.903,494
No activity file was given, so power comes from the tool's default toggle rates.
