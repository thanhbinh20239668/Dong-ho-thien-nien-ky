File: /design/flow/config.mk
export PLATFORM = sky130hd
export DESIGN_NAME = Gen_1Hz
export DESIGN_NICKNAME = Gen_1Hz
export VERILOG_FILES = /design/flow/design.v
export SDC_FILE = /design/flow/constraint.sdc
export NUM_CORES = 4
export LEC_CHECK = 1
export CORE_UTILIZATION = 30
File: /design/flow/design.v
module Gen_1Hz (
    input  wire clk_50Mhz,
    input  wire rst_n,
    output wire clk_1Hz
);
    parameter MAX_COUNT = 50_000_000 / 2 - 1;   
    reg [25:0] counter_reg;
    reg clk_1Hz_reg;
    always @(posedge clk_50Mhz or negedge rst_n) begin
        if (!rst_n) begin
            counter_reg <= 26'd0;
            clk_1Hz_reg <= 1'b0;
        end
        else begin
            if (counter_reg == MAX_COUNT) begin
                counter_reg <= 26'd0;
                clk_1Hz_reg <= ~clk_1Hz_reg;   
            end
            else begin
                counter_reg <= counter_reg + 1;
            end
        end
    end
    assign clk_1Hz = clk_1Hz_reg;
endmodule
File: /design/flow/run.sh
#!/bin/bash
# OpenROAD 26Q1-2900-gdf79404cd8, Yosys 0.63+post, stock flow scripts
make -C /OpenROAD-flow-scripts/flow DESIGN_CONFIG=/design/flow/config.mk WORK_HOME=/design/flow/orfs finish
File: /design/flow/constraint.sdc
current_design Gen_1Hz

set clk_period 3.1
set clk_io_pct 0.2

create_clock -name clk0 -period $clk_period [get_ports {clk_50Mhz}]

set non_clock_inputs [all_inputs -no_clocks]
set_input_delay [expr $clk_period * $clk_io_pct] -clock clk0 $non_clock_inputs
set_output_delay [expr $clk_period * $clk_io_pct] -clock clk0 [all_outputs]
==> flow_summary.toml <==
# physical design summary
[worst_setup_path]
cp_cell_sequence = "ha_1 -> and2_1 -> nand4_1 -> nor4_2 -> buf_4 -> xor2_1"
cp-start-kind = "flip-flop"
startpoint = "counter_reg[0]"
crit_fanout = 11
cp_top_family = "simple AND/OR/NAND/NOR gates"
cp.arrival_ps = 2420
critPathSlowestCell = "nor4_2"
crit_type = "reg -> reg"
worstPathRequired_ps = 3300
cp_num_buf_inv = 1
endpoint_kind = "flip-flop"
crit-reg2reg-launch = "counter_reg[0]"
slowest_delay_ps = 690

[routing]
vias_per_cell = 5.15
finalWirelength_um = 2270
wire_per_inst_um = 12.5
wl_met2_um = 943
dr_wl_met3_um = 91
vias = 937
antenna_left = 0
antenna_cells = 0
wirelength_met1_um = 1220
routed.top_layer = "met4"
drc_errors = 0
first_pass_iters = 4
drt_iter0_drc = 41

[die]
coreArea_mm2 = 0.00412
rows = 23
io_pins = 3
die-area_mm2 = 0.00470
fp.dieH_um = 68.6
initCoreUtil_pct = 32.3
dieWidth_um = 68.6

[global_route]
first_global_vias = 844
track_usage_pct = 11.3
overflow = 0
antenna_found_initial = 0
grt_max_degree = 28
grt_pass1_wl_um = 3850

[layout]
logic_area_um2 = 618
final_cell_area_mm2 = 0.00145
drive_gt1_share_pct = 10.6
regArea_um2 = 676
fillCellCount = 398
largest_reg_flops = 26
syn_to_final_growth_pct = 9.32
layout.cells.most_common = "dfrtp_1"
most-common-layout-cells = "27 x dfrtp_1, 10 x xnor2_1, 10 x nor2_1"

[power_and_ir_drop]
peakVddDrop_mv = 0.248
cellPowerDensity_mw_per_mm2 = 381
power_switching_mw = 0.109
seqPwrFrac_pct = 63.6
combPwrFrac_pct = 1.5
p_int_mw = 0.444
power.total_mw = 0.553
switching_share_pct = 19.8
p_leak_nw = 0.589
p_clk_share_pct = 34.9

[flow_run]
warning_count = 25
maxCapViolations = 0

[final_timing]
slew_viol_final = 0
timing.slew.headroom_pct = 53.1
hold_violations = 0
finalSetupViolations = 0
worst_slew_pin_slew_ps = 698
fmax_mhz = 450
rsz0062_at_grt = "false"
min_period_ps = 2220
worst_clock_skew_ps = 4.41
tns_ps = 0
finalClockPeriodUsage_pct = 71.7

[yosys]
ys.warnings.count = 1
synth_cell_types = 29
syn-cell-area_mm2 = 0.00133
synth_stat.cells = 127
syn_inst = 127
area_leaders = "dfrtp_1 51%, xnor2_1 6.6%, xor2_1 5.9%"
synthFlopType = "dfrtp_1"
yosysTopAreaCellShare_pct = 50.8
synth_area_leader_cell = "dfrtp_1"
synthArstFlopShare_pct = 100
edf_count = 0
yosys-stat-area_mm2 = 0.00133
syn_area_per_cell_um2 = 10.5
ys_seq_share_pct = 50.8
synth_flops = 27

[cts]
cts_buffer_depth = 2
clk_latency_ps = 270
cts.sinks = 27
clockRootBuffer = "clkbuf_8"
cts_tree = "done"
cts_setup_buffers = 0
numCtsBuffers = 3
htreeDepth = 1
cts_hold_buffers = 0
clkTransAtPathRegs_ps = 90
ctsResizeCount = 0

[hold_path]
min_from = "clk_1Hz_reg"
hold_class = "reg -> reg"

[placed_design]
port_buffers = 2
post-dp-hpwl_um = 1640
gp_congestion = 0.816
placed_cell_area_mm2 = 0.00141

[outcome]
outcome = "finished clean"
## metal layers
layer / GRT usage, % / up-vias
li1: - / 470
met2: 16.8 / 16
met3: 2.67 / 2
met1: 18.0 / 449
met4: 0.781 / 0
met5: 0 / -
## power groups by stage
stage	sequential, mW	combinational (mW)	clock (mW)
CTS	0.352	0.00913	0.198
global route	0.352	0.0101	0.217
finish	0.352	0.00842	0.193
## final timing paths
check | slack, ps | endpoint | cells after the start
worst max-delay path | 880 | clk_1Hz_reg | 6
worst min-delay path | 470 | clk_1Hz_reg | 1
min in group asynchronous | 720 | counter_reg[10] | 2
worst max register to register | 880 | clk_1Hz_reg | 6
worst min register to register | 470 | clk_1Hz_reg | 1
max in group asynchronous | 2130 | counter_reg[25] | 2
## layout make-up
class                      count  area share (%)
clock buffer                   3            2.84
clock inverter                 1           0.345
inverter                       4            1.03
multi-input combinational     93            42.5
sequential                    27            46.5
tap                           50            4.31
timing repair buffer           4            2.41
## synth_stat cells (2+ instances only)
master,number
inv_1,4
nand2_1,7
or4_1,2
o31ai_1,3
xor2_1,9
xnor2_1,10
or3_2,3
nor4_1,8
and4_1,2
nor3_1,4
a21oi_1,5
dfrtp_1,27
nand3_1,9
nor2_1,10
and2_1,2
o21ai_0,3
nand4_1,7
## through the flow
step	hold WS (ps)	worst slack (ps)	util, %	cells
finish	475	878	35.3	182
global route	509	670	35.3	182
CTS	478	887	35.3	182
detailed placement	459	892	34.2	178
global placement	458	991	34.2	178
floorplan	324	1170	-	127
## logic make-up (layout without fill, tap and decap cells)
group	count (synthesis)	count (layout)	synth area share (%)
DFF	27	27	50.8
xor gates and xnor gates	19	19	12.5
buffers and inverters	7	12	2.64
AOI/OAI and AO/OA	12	12	5.37
and+or+nand+nor	61	61	27.7
adders and majority gates	1	1	0.941
Power and IR drop assume default switching activity.
